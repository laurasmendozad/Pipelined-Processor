--- design/flow/config.mk ---
export PLATFORM = sky130hd
export DESIGN_NAME = RAM
export DESIGN_NICKNAME = RAM
export VERILOG_FILES = /design/flow/design.v
export SDC_FILE = /design/flow/constraint.sdc
export NUM_CORES = 4
export LEC_CHECK = 1
export CORE_UTILIZATION = 50
--- design/flow/constraint.sdc ---
current_design RAM

set clk_period 5.4
set clk_io_pct 0.2

create_clock -name clk0 -period $clk_period [get_ports {clk}]

set non_clock_inputs [all_inputs -no_clocks]
set_input_delay [expr $clk_period * $clk_io_pct] -clock clk0 $non_clock_inputs
set_output_delay [expr $clk_period * $clk_io_pct] -clock clk0 [all_outputs]
--- design/flow/design.v ---
`timescale 1ns / 1ps
module RAM# (parameter N=3, M=32)
	(
	input clk,
	input MemWriteM,
	input [2:0]ALUResultM,
	input [31:0]WriteDataM,
	output [31:0]ReadDataM
	);
reg [M-1:0] my_mem [2**N-1:0];
always @ (posedge clk)
    if (MemWriteM) my_mem[ALUResultM[2:0]] <= WriteDataM;
assign ReadDataM = my_mem[ALUResultM[2:0]];
endmodule
--- design/flow/run.sh ---
#!/bin/bash
# OpenROAD 26Q1-2900-gdf79404cd8, Yosys 0.63+post, stock flow scripts
make -C /OpenROAD-flow-scripts/flow DESIGN_CONFIG=/design/flow/config.mk WORK_HOME=/design/flow/orfs finish
==> out/results.ini <==
[status]
outcome=completed

[clock_network]
cts_tree=yes
cts_made_buffers=27
clock_sinks=256
post_cts_buffers=0
ctsResizeCount=0
cts_hold_buf=0
cts_root_buf=clkbuf_16
clk_pin_slew_worst_paths_ps=60
clockBufferDepth=3
cts_max_level=1

[sta]
relSlewSlack=0.472
setup_viol=0
setup_ws_ps=989
maxSlewViolCount=0
tightest_slew_ps=787
fin_crit_ps=4410
finalHoldViolCount=0
rsz0062_at_grt=no
fin_tns_setup_ps=0
max_freq_ghz=0.227
period_used_share=0.817

[detailed_routing]
drt_iter0_drc=210
drtPass1Iterations=4
diodes=0
wirelength_mm=17.4
ant_nets=0
vias=4531
wl_per_cell_um=22.0
via_per_inst=5.72
drc=0

[logic_synthesis]
flop_cell=edfxtp_1
topCellsByArea=edfxtp_1 78%, mux4_1 11%, mux2_2 3.4%
synth.distinct_cells=23
netlist.area_leader.share=0.780
ys_cells=421
yosys-top-cells-count=256 x edfxtp_1, 41 x mux4_1, 30 x mux2_2, 15 x mux2i_1
synthArstFlopShare=0
synth-edff-count=256
ys.flops=256
ys_area_mm2=0.00986
synth.avg_cell_area_um2=23.4
synth_cells=421
top_area_cell=edfxtp_1
yosys_warnings=1
yosysMostFrequentCell=edfxtp_1
syn_area_mm2=0.00986
ys_seq_share=0.780

[pwr]
p_per_area_mw_per_mm2=369
max-vdd-ir-drop_uv=297
p_leak_nw=3.89

[finish]
drive_gt1_frac=0.199
syn2layout_area_growth_pct=19.7
layout.cells.non_filler=792
fill_cells=1324
logic_area_mm2=0.00209
largest_reg_flops=256
area.sequential_mm2=0.00769

[floorplan]
chip_area_mm2=0.0203
die_width_um=142
fp_util=0.518
core-area_mm2=0.0190
ioPinCount=69
die_h_um=142
num_rows=50

[run]
cap_violations=0
warning_count=25

[setup_path]
cp-end-kind=output port
worst_ep_required_time_ps=4320
startpoint_type=input pin
critPathKind=in -> out
cp_data_arrival_time_ps=3330
critPathMaxFanout=43

[worst_hold_path]
hp-class=in -> reg

[global_route]
grt_pass1_wl_mm=26.9
grt.total_usage=0.205
overflow=0
grt_pass1_vias=4875
antenna_found_initial=0
grt_max_degree=44

[place]
hpwl_mm=9.67
portBuffers=68
dpl.cell_count=743
gp_congestion=0.735
place_ws_ps=975

report_power, final:
group	internal (W)	leakage [nW]	total, W	switching (W)
combinational	0.000143	1.13	0.000259	0.000116
clock	0.00111	0.427	0.00183	0.000716
sequential	0.00225	2.33	0.00227	0.0000117
total	0.00351	3.89	0.00435	0.000844
worst max-delay path: stages:
cell and delay, ps:
buf_4 570, buf_4 360, mux4_1 590, mux2_2 290
clkdlybuf4s50_1 420
cell type report:
type	instances	area share
inverter	1	0.000318
tap	260	0.0276
sequential	256	0.651
multi-input combinational	143	0.177
clock buffer	31	0.0585
timing repair buffer	83	0.0682
clock inverter	18	0.0174
per-stage QoR:
| step | hold slack (ps) | power, W | utilization | cell area (um^2) |
|---|---|---|---|---|
| 2_1_floorplan | 1180 | 0.00243 | - | 9860 |
| 3_3_place_gp | 1800 | 0.00257 | 0.574 | 10900 |
| 5_1_grt | 1280 | 0.00449 | 0.621 | 11800 |
| 4_1_cts | 1270 | 0.00439 | 0.621 | 11800 |
| 3_5_place_dp | 1820 | 0.00257 | 0.574 | 10900 |
| 6_report | 1280 | 0.00435 | 0.621 | 11800 |
layout by cell type (no fill, tap or decap), drive strengths merged:
cell,count
a211oi,1
a21oi,6
a221oi,2
a22oi,5
a311o,1
and2,1
buf,18
bufinv,4
clkbuf,31
clkdlybuf4s50,65
clkinv,8
clkinvlp,4
edfxtp,256
inv,3
mux2,30
mux2i,15
mux4,50
nand2,4
nand2b,2
nor2,9
nor2b,2
nor3,3
o21ai,6
o22ai,6
logic make-up after synthesis:
family,after synthesis,synth area share
flops,256,0.780
compound gates,27,0.0173
mux,95,0.179
simple gates,21,0.00964
buf+inv,22,0.0141
layer usage:
metal  track usage  routed length (um)  up-vias
met5             0                   0        -
met4        0.0317                 299        0
met3         0.114                2060       25
met2         0.295                8410      245
met1         0.324                6620     2260
li1              -                   -     2001
final timing paths:
| kind | startpoint | endpoint | slack, ps | depth (start not counted) |
|---|---|---|---|---|
| setup / recovery | ALUResultM[0] | ReadDataM[20] | 990 | 5 |
| hold / removal | WriteDataM[14] | my_mem[6][14] | 1280 | 1 |
No activity file was given, so power comes from the tool's default toggle rates.
