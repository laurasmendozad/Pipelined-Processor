[./design.v]
`timescale 1ns / 1ps
module RegisterBank(
input clk,
           input [4:0]A1,
		   input [4:0]A3,
		   input [4:0]A2,
           input RegWriteW,
           input [31:0]WD3,
           output reg[31:0]RD1,
           output reg[31:0]RD2
           );
reg [31:0]Enable;
reg [31:0]Out1=32'd0;
reg [31:0]Out2;
reg [31:0]Out3;
reg [31:0]Out4;
reg [31:0]Out5;
reg [31:0]Out6;
reg [31:0]Out7;
reg [31:0]Out8;
reg [31:0]Out9;
reg [31:0]Out10;
reg [31:0]Out11;
reg [31:0]Out12;
reg [31:0]Out13;
reg [31:0]Out14;
reg [31:0]Out15;
reg [31:0]Out16;
reg [31:0]Out17;
reg [31:0]Out18;
reg [31:0]Out19;
reg [31:0]Out20;
reg [31:0]Out21;
reg [31:0]Out22;
reg [31:0]Out23;
reg [31:0]Out24;
reg [31:0]Out25;
reg [31:0]Out26;
reg [31:0]Out27;
reg [31:0]Out28;
reg [31:0]Out29;
reg [31:0]Out30;
reg [31:0]Out31;
reg [31:0]Out32;
always @(posedge clk) begin
  if (Enable[0]) begin
    Out1 <= WD3;
  end
  if (Enable[1]) begin
    Out2 <= WD3;
  end
  if (Enable[2]) begin
    Out3 <= WD3;
  end
  if (Enable[3]) begin
    Out4 <= WD3;
  end
  if (Enable[4]) begin
    Out5 <= WD3;
  end
  if (Enable[5]) begin
    Out6 <= WD3;
  end
  if (Enable[6]) begin
    Out7 <= WD3;
  end
  if (Enable[7]) begin
    Out8 <= WD3;
  end
  if (Enable[8]) begin
    Out9 <= WD3;
  end
  if (Enable[9]) begin
    Out10 <= WD3;
  end
  if (Enable[10]) begin
    Out11 <= WD3;
  end
  if (Enable[11]) begin
    Out12 <= WD3;
  end
  if (Enable[12]) begin
    Out13 <= WD3;
  end
  if (Enable[13]) begin
    Out14 <= WD3;
  end
  if (Enable[14]) begin
    Out15 <= WD3;
  end
  if (Enable[15]) begin
    Out16 <= WD3;
  end
  if (Enable[16]) begin
    Out17 <= WD3;
  end
  if (Enable[17]) begin
    Out18 <= WD3;
  end
  if (Enable[18]) begin
    Out19 <= WD3;
  end
  if (Enable[19]) begin
    Out20 <= WD3;
  end
  if (Enable[20]) begin
    Out21 <= WD3;
  end
  if (Enable[21]) begin
    Out22 <= WD3;
  end
  if (Enable[22]) begin
    Out23 <= WD3;
  end
  if (Enable[23]) begin
    Out24 <= WD3;
  end
  if (Enable[24]) begin
    Out25 <= WD3;
  end
  if (Enable[25]) begin
    Out26 <= WD3;
  end
  if (Enable[26]) begin
    Out27 <= WD3;
  end
  if (Enable[27]) begin
    Out28 <= WD3;
  end
  if (Enable[28]) begin
    Out29 <= WD3;
  end
  if (Enable[29]) begin
    Out30 <= WD3;
  end
  if (Enable[30]) begin
    Out31 <= WD3;
  end
  if (Enable[31]) begin
    Out32 <= WD3;
  end
end
always @(*)
begin
    case (A1)
        5'b00000: RD1 = Out1;
        5'b00001: RD1 = Out2;
        5'b00010: RD1 = Out3;
        5'b00011: RD1 = Out4;
        5'b00100: RD1 = Out5;
        5'b00101: RD1 = Out6;
        5'b00110: RD1 = Out7;
        5'b00111: RD1 = Out8;
        5'b01000: RD1 = Out9;
        5'b01001: RD1 = Out10;
        5'b01010: RD1 = Out11;
        5'b01011: RD1 = Out12;
        5'b01100: RD1 = Out13;
        5'b01101: RD1 = Out14;
        5'b01110: RD1 = Out15;
        5'b01111: RD1 = Out16;
        5'b10000: RD1 = Out17;
        5'b10001: RD1 = Out18;
        5'b10010: RD1 = Out19;
        5'b10011: RD1 = Out20;
        5'b10100: RD1 = Out21;
        5'b10101: RD1 = Out22;
        5'b10110: RD1 = Out23;
        5'b10111: RD1 = Out24;
        5'b11000: RD1 = Out25;
        5'b11001: RD1 = Out26;
        5'b11010: RD1 = Out27;
        5'b11011: RD1 = Out28;
        5'b11100: RD1 = Out29;
        5'b11101: RD1 = Out30;
        5'b11110: RD1 = Out31;
        5'b11111: RD1 = Out32;
        default:  RD1 = Out10;
    endcase
    case (A2)
        5'b00000: RD2 = Out1;
        5'b00001: RD2 = Out2;
        5'b00010: RD2 = Out3;
        5'b00011: RD2 = Out4;
        5'b00100: RD2 = Out5;
        5'b00101: RD2 = Out6;
        5'b00110: RD2 = Out7;
        5'b00111: RD2 = Out8;
        5'b01000: RD2 = Out9;
        5'b01001: RD2 = Out10;
        5'b01010: RD2 = Out11;
        5'b01011: RD2 = Out12;
        5'b01100: RD2 = Out13;
        5'b01101: RD2 = Out14;
        5'b01110: RD2 = Out15;
        5'b01111: RD2 = Out16;
        5'b10000: RD2 = Out17;
        5'b10001: RD2 = Out18;
        5'b10010: RD2 = Out19;
        5'b10011: RD2 = Out20;
        5'b10100: RD2 = Out21;
        5'b10101: RD2 = Out22;
        5'b10110: RD2 = Out23;
        5'b10111: RD2 = Out24;
        5'b11000: RD2 = Out25;
        5'b11001: RD2 = Out26;
        5'b11010: RD2 = Out27;
        5'b11011: RD2 = Out28;
        5'b11100: RD2 = Out29;
        5'b11101: RD2 = Out30;
        5'b11110: RD2 = Out31;
        5'b11111: RD2 = Out32;
        default: RD2 = Out10;
    endcase
end
always @(*)
    if(RegWriteW) begin
        case (A3)
            5'b00000: Enable = 32'b00000000000000000000000000000001;
            5'b00001: Enable = 32'b00000000000000000000000000000010;
            5'b00010: Enable = 32'b00000000000000000000000000000100;
            5'b00011: Enable = 32'b00000000000000000000000000001000;
            5'b00100: Enable = 32'b00000000000000000000000000010000;
            5'b00101: Enable = 32'b00000000000000000000000000100000;
            5'b00110: Enable = 32'b00000000000000000000000001000000;
            5'b00111: Enable = 32'b00000000000000000000000010000000;
            5'b01000: Enable = 32'b00000000000000000000000100000000;
            5'b01001: Enable = 32'b00000000000000000000001000000000;
            5'b01010: Enable = 32'b00000000000000000000010000000000;
            5'b01011: Enable = 32'b00000000000000000000100000000000;
            5'b01100: Enable = 32'b00000000000000000001000000000000;
            5'b01101: Enable = 32'b00000000000000000010000000000000;
            5'b01110: Enable = 32'b00000000000000000100000000000000;
            5'b01111: Enable = 32'b00000000000000001000000000000000;
            5'b10000: Enable = 32'b00000000000000010000000000000000;
            5'b10001: Enable = 32'b00000000000000100000000000000000;
            5'b10010: Enable = 32'b00000000000001000000000000000000;
            5'b10011: Enable = 32'b00000000000010000000000000000000;
            5'b10100: Enable = 32'b00000000000100000000000000000000;
            5'b10101: Enable = 32'b00000000001000000000000000000000;
            5'b10110: Enable = 32'b00000000010000000000000000000000;
            5'b10111: Enable = 32'b00000000100000000000000000000000;
            5'b11000: Enable = 32'b00000001000000000000000000000000;
            5'b11001: Enable = 32'b00000010000000000000000000000000;
            5'b11010: Enable = 32'b00000100000000000000000000000000;
            5'b11011: Enable = 32'b00001000000000000000000000000000;
            5'b11100: Enable = 32'b00010000000000000000000000000000;
            5'b11101: Enable = 32'b00100000000000000000000000000000;
            5'b11110: Enable = 32'b01000000000000000000000000000000;
            5'b11111: Enable = 32'b10000000000000000000000000000000;
            default:  Enable = 32'b00000000000000000000000000000001;
        endcase
    end
	else
	begin
	Enable = 32'd0;
	end
endmodule
[./run.sh]
#!/bin/bash
# OpenROAD 26Q1-2900-gdf79404cd8, Yosys 0.63+post, stock flow scripts
make -C /OpenROAD-flow-scripts/flow DESIGN_CONFIG=/design/flow/config.mk WORK_HOME=/design/flow/orfs finish
[./config.mk]
export PLATFORM = sky130hd
export DESIGN_NAME = RegisterBank
export DESIGN_NICKNAME = RegisterBank
export VERILOG_FILES = /design/flow/design.v
export SDC_FILE = /design/flow/constraint.sdc
export NUM_CORES = 4
export LEC_CHECK = 1
export CORE_UTILIZATION = 40
[./constraint.sdc]
current_design RegisterBank

set clk_period 10.3
set clk_io_pct 0.2

create_clock -name clk0 -period $clk_period [get_ports {clk}]

set non_clock_inputs [all_inputs -no_clocks]
set_input_delay [expr $clk_period * $clk_io_pct] -clock clk0 $non_clock_inputs
set_output_delay [expr $clk_period * $clk_io_pct] -clock clk0 [all_outputs]
==> datasheet_impl.txt <==
Physical implementation characteristics

Parameter                              Value

Run status
  Outcome    completed

STA
  Slew headroom    26.3%
  Final-report setup violation count    0
  Setup TNS Final    0 ns
  Maximum achievable frequency    117 MHz
  Setup repair after global routing missed its margin    false
  Crit share post-route    ~83%
  Final hold violation count    0
  Actual slew at the worst max-slew pin    approximately 1.1 ns
  Post-layout minimum cycle time    around 8.6 ns
  Post-route setup slack    1.72 ns
  Hold Slack    2.15 ns
  Slew Viols, Final    0

Critical path
  Startpoint kind of the worst setup timing path    input port
  Critical Path End Type    output pin
  Required time reported for the critical path endpoint    8.24 ns
  CP Data Arrival Time    around 6.5 ns
  Largest fanout on the critical path    25
  Type of the worst setup path    in -> out

Global routing
  Largest net degree at the start of global routing    65
  Wire length of the first global-routing pass    335,000 µm
  Overall global routing resource usage    49.0%
  Vias in the first global route    38,700
  Overflow left after global routing    0
  Antenna violations before repair    14

Finish
  Layout overhead on the synthesized area    18.1%
  Fraction of final layout cells sized beyond drive strength 1    16.0%
  Top Layout Cells    sky130_fd_sc_hd__edfxtp_1 (1,024), sky130_fd_sc_hd__a22oi_1 (691), sky130_fd_sc_hd__buf_4 (238), sky130_fd_sc_hd__nand2_1 (168), sky130_fd_sc_hd__clkbuf_16 (115)
  Post-route non-filler standard cell count    5,001
  Most frequent standard cell in the layout excluding fill and tap cells    sky130_fd_sc_hd__edfxtp_1
  Final design instance area without fill    52,700 µm²
  Final core utilization    47.6%

Floorplan
  DIE WIDTH    336 µm
  Core utilization before placement    40.3%
  Vertical die dimension    336 µm
  Die ar.    about 110,000 µm²
  FP Rows    122
  Core area    111,000 µm²
  Top-Level Pins    113

Synthesis
  Asr flop ratio synth    0%
  Syn Std Cell Area    44,600 µm²
  Number of different library cells in the post-synthesis netlist    about 67
  Average cell area after synthesis    approximately 14 µm²
  Number of standard cells reported by yosys    3,165
  Cells after Synth    3,165
  Count of synthesis-stage warnings from yosys    1
  Post-synthesis chip area from yosys    about 45,000 µm²
  Register share after synthesis    68.9%
  Post-synthesis register bit count    1,024
  Post-synth EDFFs    a little over 1,000
  Most instantiated flip-flop cell in the synthesis netlist    sky130_fd_sc_hd__edfxtp_1

Routing
  Count of routing violations after the opening detailed-route iteration    4,889
  Vias    around 38,000
  Routed via count divided by cell count    7.58
  Sum of routed wire length over all layers    256,000 µm
  Antenna violation net count after detailed routing    0
  Wirelength per Cell    51.1 µm
  Final routed DRC violation total    0
  Number of iterations in the first detailed-routing pass    8

Placement
  Final weighted congestion of routability-driven global placement    1.12
  Count of port buffers added during placement    112
  Area of placed instances    roughly 49,000 µm²
  Post-DP HPWL    157,000 µm
  Setup slack at placement    2.02 ns
  Number of placed cells counting well taps    4,774

Clock tree
  Count of buffers added by post-CTS timing repair for setup    0
  Buffer levels on the longest clock path    3
  TritonCTS clock tree    yes
  Clock-pin transition on the worst setup and hold timing paths    roughly 0.060 ns
  Quantity of hold-fixing buffers added after cts    0
  Root buffer cell    sky130_fd_sc_hd__clkbuf_16
  Number of sinks handled by clock tree synthesis    1,024
  Clock buffers created by TritonCTS    111
  Level count of the clock H-tree    3
  Post-cts resize count    0

Min path
  Count of cells along the worst hold path    2
  Class of the tightest hold or removal check    in -> reg

Run
  Reported max-cap violation count    0
  Number of warnings the tools reported    26

Power
  Cell Pwr Density    181 nW/µm²
  Sum of internal, switching and leakage power    9.55 mW
  Worst voltage drop across the vdd grid    between 0.00015 and 0.0002 V
  Leakage power    roughly 17 nW
## path summary, 6_finish.rpt
path / end / start
setup / recovery: RD1[31] / A1[0]
hold / removal: Out8[24]$_DFFE_PP_ / WD3[24]
## per-layer routing
layer  part of all wire (%)  global-route usage, %
met1                     29                   51.4
met2                     40                   61.7
met3                     22                   45.4
met4                    8.6                   31.2
met5                   0.51                   10.3
## synth_stat cells, types with 13 or more instances
library cell	count	area, µm²
sky130_fd_sc_hd__a2111oi_0	13	114
sky130_fd_sc_hd__a21oi_1	91	455
sky130_fd_sc_hd__a221oi_1	38	333
sky130_fd_sc_hd__a222oi_1	31	310
sky130_fd_sc_hd__a22o_1	45	394
sky130_fd_sc_hd__a22oi_1	691	5190
sky130_fd_sc_hd__a31oi_1	28	175
sky130_fd_sc_hd__a32oi_1	17	149
sky130_fd_sc_hd__and2_1	14	87.6
sky130_fd_sc_hd__and4_1	15	131
sky130_fd_sc_hd__buf_2	123	616
sky130_fd_sc_hd__clkbuf_1	81	304
sky130_fd_sc_hd__edfxtp_1	1024	30700
sky130_fd_sc_hd__mux2_2	23	259
sky130_fd_sc_hd__mux2i_1	67	671
sky130_fd_sc_hd__nand2_1	168	631
sky130_fd_sc_hd__nand2b_1	15	93.8
sky130_fd_sc_hd__nand3_1	54	270
sky130_fd_sc_hd__nand4_1	83	519
sky130_fd_sc_hd__nor2_1	181	679
sky130_fd_sc_hd__nor2_2	18	113
sky130_fd_sc_hd__nor2b_1	17	106
sky130_fd_sc_hd__nor3_1	73	365
sky130_fd_sc_hd__nor4_1	20	125
sky130_fd_sc_hd__o211ai_1	14	105
sky130_fd_sc_hd__o21ai_0	23	115
sky130_fd_sc_hd__o32a_1	22	220
## critical path: stages
cell and delay, ns:
sky130_fd_sc_hd__buf_2 0.66, sky130_fd_sc_hd__nand2b_1 0.79, sky130_fd_sc_hd__nor2_4 0.82, sky130_fd_sc_hd__buf_4 0.61, sky130_fd_sc_hd__nand2_1 0.11, sky130_fd_sc_hd__o21ai_0 0.14, sky130_fd_sc_hd__nor3_1 0.10, sky130_fd_sc_hd__a31oi_1 0.53
sky130_fd_sc_hd__clkdlybuf4s50_1 0.58
## report_power, final
| group | internal, mW | leakage (nW) | switching (mW) |
|---|---|---|---|
| clock | 2.39 | 1.80 | 1.75 |
| sequential | 4.64 | 9.22 | 0.0320 |
| combinational | 0.234 | 5.70 | 0.510 |
## cells by family after synthesis
group,share of synthesized area (%)
muxes,2.18
DFF,68.9
and+or+nand+nor,8.17
buffers and inverters,2.51
AOI/OAI and AO/OA,18.2
## cell type report
type,instances,area (µm²)
diodes,18,45.0
clock buffers,133,2950
clock inverters,76,781
fillers,9478,58000
inverters,10,37.5
multi-input cells,1901,13400
flip-flops and latches,1024,30700
well taps,1488,1860
repair buffers,351,2880
Power is estimated from default activity; no workload was simulated.
